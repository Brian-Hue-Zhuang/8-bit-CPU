[flow/config.mk]
export PLATFORM = sky130hd
export DESIGN_NAME = counter
export DESIGN_NICKNAME = counter
export VERILOG_FILES = /design/flow/design.v
export SDC_FILE = /design/flow/constraint.sdc
export NUM_CORES = 4
export LEC_CHECK = 1
export CORE_AREA = 10 10 70 70
export DIE_AREA = 0 0 80 80
[flow/constraint.sdc]
current_design counter

set clk_period 2.4
set clk_io_pct 0.2

create_clock -name clk0 -period $clk_period [get_ports {clk}]

set non_clock_inputs [all_inputs -no_clocks]
set_input_delay [expr $clk_period * $clk_io_pct] -clock clk0 $non_clock_inputs
set_output_delay [expr $clk_period * $clk_io_pct] -clock clk0 [all_outputs]
[flow/design.v]
module counter (
    input logic clk, rst, wEN,
    input logic [7:0] in, 
    output logic [7:0] out, count
);
    initial count = 0;
    always_ff @(posedge clk, posedge rst) begin
        if (rst) begin
            count <= 0;
            out <= out;
        end else if (wEN) begin
            count <= count + 1;
            out <= in;
        end
    end
endmodule
[flow/run.sh]
#!/bin/bash
# OpenROAD 26Q1-2900-gdf79404cd8, Yosys 0.63+post, stock flow scripts
make -C /OpenROAD-flow-scripts/flow DESIGN_CONFIG=/design/flow/config.mk WORK_HOME=/design/flow/orfs finish
==> deck_impl_summary.md <==
Key Metrics from the Run

Status
  • Run status: finished, final reports clean

Logic synthesis
  • Synth Area per Inst: 16.4 sq um
  • Syn Inst Count: 37
  • Count of cell types in the netlist: 15
  • Synthesis area per yosys: 608 sq um
  • Post-Syn Area: 608 sq um
  • Yosys warns: 1
  • Seq share, synth: 0.724
  • Ys cells: 37
  • Synth Register Bits: 16

Layout
  • P&R area growth vs syn: 56.6%
  • Finished Layout Cells: 113
  • Ratio of cells with drive above 1 in the final layout: 0.104
  • Layout Utilization: 0.279
  • Top cell excl fill/tap: clkdlybuf4s50_1
  • Dominant logic cell types in the final layout: clkdlybuf4s50_1, dfrtp_1, edfxtp_1, xnor2_1

Power and ir drop
  • Total power: 0.808 mW
  • PD cells: 849 nW/um^2
  • Maximum VDD drop: 326 uV
  • Leakage: 0.361 nW

Final timing
  • Final period util: 0.725
  • Slew HR: 0.787
  • Unrepaired setup endpoints after global routing: no
  • Fmax: 575 MHz
  • Final min period: 1740 ps
  • Hold Slack: 476 ps
  • Fin Setup TNS: 0 ps
  • Clk_skew: 5.41 ps
  • Final slew viol count: 0
  • # setup viols final: 0
  • Worst Tran Pin Value: 318 ps
  • Final Hold Vio Count: 0

Clocking
  • Clock transition at path regs: 90 ps
  • Post-CTS Hold Buffers: 0
  • Clk latency late pin: 280 ps
  • CTS Buf Count: 3
  • Post-CTS Setup Repair Bufs: 0
  • CTS tree: built
  • Maximum buffer depth of the clock tree: 2
  • Sink Count: 16
  • Root Buffer: clkbuf_4
  • Clock H-tree levels: 1
  • Post-cts resize count: 0

Detailed routing
  • Ant diodes: 0
  • DRC Markers: 0
  • WL final: 1.28 mm
  • Drt pass-1 iters: 3
  • Routed Antenna Nets: 0
  • Routed vias/inst: 3.34
  • Initial drt markers: 1
  • Avg WL per Cell: 11.3 um
  • Via Count: 377

Worst hold path
  • Hold/Removal Path Class: in2async

Flow run
  • Max cap viols: 0
  • Tool warning count: 25

Critical path
  • Required @ worst endpoint: 1920 ps
  • CP Max Fanout: 4
  • WP buf/inv: 1
  • Reg2Reg Depth: 2
  • CP max stage cell: clkdlybuf4s50_1
  • CP Cell Sequence: clkdlybuf4s50_1
  • Worst path top cell family by delay: buffers and inverters
  • Data arrival, critical path: 1260 ps
  • CP endpoint kind: output port
  • Largest stage delay on the critical path: 520 ps
  • Startpoint Class: flop
  • Critical R2R Capture: count[1]$_DFFE_PP0P_
  • Crit path kind: reg2out
  • Setup slack, reg-to-reg: 1270 ps
  • Worst r2r src: count[0]$_DFFE_PP0P_

Global route
  • Initial antenna violation count: 0
  • Largest net degree at the start of global routing: 10
  • First-pass GRT wire length: 1.95 mm
  • Vias in the first global route: 402
  • Grt total ovfl: 0
  • Gr usage total: 0.0399

Die
  • Chip height: 80 um
  • IO Pins: 27
  • Row count: 21
  • Chip area: 6400 sq um
  • Die X: 80 um
  • Core Box Area: 3420 sq um
  • Initial core utilization: 0.178

Place
  • Number of port buffers: 26
  • Placed Instances: 109
  • Final GP Congestion: 0.735
  • Placed wire-length estimate: 1.06 mm
[registers in the layout, indices dropped and copies added (netlist names)]
name   cells
count      8
out        8
[cells in the mapped netlist, drive strengths merged]
cell,n,area share
dfrtp,8,0.33
edfxtp,8,0.40
xnor2,4,0.058
nand2,3,0.019
nand4,3,0.056
xor2,3,0.043
and3,1,0.010
buf,1,0.012
ha,1,0.021
inv,1,0.0062
mux2,1,0.019
nor2,1,0.0062
nor2b,1,0.010
nor3,1,0.016
[worst max-delay path by stage]
stage | cells past startpoint | from | to
6_report | 1 | count[0]$_DFFE_PP0P_ | count[0]
5_1_grt | 1 | count[2]$_DFFE_PP0P_ | count[2]
4_1_cts | 1 | count[0]$_DFFE_PP0P_ | count[0]
[where the power goes]
| part | switching (mW) | internal, mW |
|---|---|---|
| combinational | 0.0577 | 0.175 |
| clock | 0.0749 | 0.0602 |
| sequential | 0.0861 | 0.355 |
| total | 0.219 | 0.590 |
[logic make-up after synthesis]
group	share of synthesized area
fa+ha+maj	0.0206
xor+xnor	0.101
simple gates	0.117
mux	0.0185
flops	0.724
buf+inv	0.0185
[per-layer routing]
metal / vias up / wire (um) / track usage
li1: 190 / - / -
met3: 2 / 231 / 0.0352
met4: 0 / 10 / 0.00352
met5: - / 0 / 0
met1: 161 / 551 / 0.0457
met2: 24 / 483 / 0.0570
[cell type report]
type                       instances  area (sq um)
multi-input combinational         19           156
timing repair buffer              27           268
sequential                        16           440
clock inverter                     1          3.75
tap                               46          57.6
clock buffer                       3          22.5
inverter                           1          3.75
fill                             355          2460
[through the flow]
step	cell area [sq um]	worst slack, ps
floorplan	608	979
detailed placement	926	604
CTS	952	637
global placement	926	634
finish	952	660
global route	952	589
Power is estimated from default activity; no workload was simulated.
